`flow/config.mk`:
```
export PLATFORM = sky130hd
export DESIGN_NAME = game
export DESIGN_NICKNAME = game
export VERILOG_FILES = /design/flow/design.v
export SDC_FILE = /design/flow/constraint.sdc
export NUM_CORES = 4
export LEC_CHECK = 1
export CORE_UTILIZATION = 40
```
`flow/constraint.sdc`:
```
current_design game

set clk_period 4.7
set clk_io_pct 0.2

create_clock -name clk0 -period $clk_period [get_ports {clk25}]

set non_clock_inputs [all_inputs -no_clocks]
set_input_delay [expr $clk_period * $clk_io_pct] -clock clk0 $non_clock_inputs
set_output_delay [expr $clk_period * $clk_io_pct] -clock clk0 [all_outputs]
```
`flow/design.v`:
```
`timescale 1ns / 1ps
module video_timer(input clk25, reset,
						 output hsyncOut,
						 output vsyncOut,
						 output [9:0] xposOut,
						 output [9:0] yposOut);
reg [9:0] xpos;
reg [9:0] ypos;
wire endline = (xpos == 799);
always @(posedge clk25 or posedge reset) begin
	if (endline || reset)
	  xpos <= 0;
	else
	  xpos <= xpos + 1;
end
always @(posedge clk25 or posedge reset) begin
    if (reset) ypos <= 0;
    else
        if (endline) begin
            if (ypos == 520)
                ypos <= 0;
            else
                ypos <= ypos + 1;	
        end
end
reg hsync, vsync;
always @(posedge clk25 or posedge reset) begin
    if(reset == 1)begin
        hsync <= 0;
        vsync <= 0;
        end
    else begin
	hsync <= ~(xpos > 664 && xpos <= 759);   
	vsync <= ~(ypos == 490 || ypos == 491);    
	end
end
assign hsyncOut = hsync;
assign vsyncOut = vsync;
assign xposOut = xpos;
assign yposOut = ypos;
endmodule
module game(input clk25, reset,
				input [9:0] xpos,
				input [9:0] ypos,
				input rota,
				input rotb,
				output [3:0] red,
				output [3:0] green,
				output [3:0] blue);
reg [8:0] paddlePosition;
reg [2:0] quadAr, quadBr;
always @(posedge clk25 or posedge reset)begin
    if(reset) quadAr <= 3'b0;
    else quadAr <= {quadAr[1:0], rota};
end
always @(posedge clk25 or posedge reset)begin
    if(reset) quadBr <= 0;
    else quadBr <= {quadBr[1:0], rotb};
end
always @(posedge clk25 or posedge reset)
if(reset)begin
    paddlePosition <= 254;
end
else
if(quadAr[2] ^ quadAr[1] ^ quadBr[2] ^ quadBr[1])
begin
	if(quadAr[2] ^ quadBr[1]) begin
		if(paddlePosition < 508)         
			paddlePosition <= paddlePosition + 4;
	end
	else begin
		if(paddlePosition > 3)         
			paddlePosition <= paddlePosition - 4;
	end
end
reg [9:0] ballX;
reg [8:0] ballY;
reg ballXdir, ballYdir;
reg bounceX, bounceY;
wire endOfFrame = (xpos == 0 && ypos == 480);
always @(posedge clk25 or posedge reset) begin
    if(reset) begin
        ballX <= 480;
        ballY <= 300;
        end
    else
	if (endOfFrame) begin  
		if (ballX == 0 && ballY == 0) begin  
			ballX <= 480;
			ballY <= 300;
		end
		else begin
			if (ballXdir ^ bounceX) 
				ballX <= ballX + 2;
			else 
				ballX <= ballX - 2;	
			if (ballYdir ^ bounceY) 
				ballY <= ballY + 2;
			else
				ballY <= ballY - 2;	
		end
	end	
end		
reg [5:0] missTimer;	
wire visible = (xpos < 640 && ypos < 480);
wire top = (visible && ypos <= 3);
wire bottom = (visible && ypos >= 476);
wire left = (visible && xpos <= 3);
wire right = (visible && xpos >= 636);
wire border = (visible && (left || right || top));
wire paddle = (xpos >= paddlePosition+4 && xpos <= paddlePosition+124 && ypos >= 440 && ypos <= 447);
wire ball = (xpos >= ballX && xpos <= ballX+7 && ypos >= ballY && ypos <= ballY+7);
wire background = (visible && !(border || paddle || ball));
wire checkerboard = (xpos[5] ^ ypos[5]);
wire missed = visible && missTimer != 0;
assign red   = { missed || border || paddle, 3'b000 };
assign green = { !missed && (border || paddle || ball), 3'b000 };
assign blue  = { !missed && (border || ball), background && checkerboard, background && !checkerboard, background && !checkerboard  }; 
always @(posedge clk25 or posedge reset) begin
    if (reset) begin
        ballXdir <= 1;
		ballYdir <= 1;
		bounceX <= 0;
		bounceY <= 0;
		missTimer <= 0;
        end
    else
	if (!endOfFrame) begin
		if (ball && (left || right))
			bounceX <= 1;
		if (ball && (top || bottom || (paddle && ballYdir)))
			bounceY <= 1;
		if (ball && bottom)
			missTimer <= 63;
	end
	else begin
		if (ballX == 0 && ballY == 0) begin  
			ballXdir <= 1;
			ballYdir <= 1;
			bounceX <= 0;
			bounceY <= 0;
		end 
		else begin
			if (bounceX)
				ballXdir <= ~ballXdir;
			if (bounceY)
				ballYdir <= ~ballYdir;			
			bounceX <= 0;
			bounceY <= 0;
			if (missTimer != 0)
				missTimer <= missTimer - 1;
		end
	end
end
endmodule
module pong(
    input clk100Mhz,
    input reset,
    input rota,
    input rotb,
    output clockLocked,
    output [3:0] red,
    output [3:0] green,
    output [3:0] blue,
    output hsync,
    output vsync
    );
wire clk50;
clk50Mhz SystemClockUnit(.clk_in100Mhz(clk100Mhz),.clk_out50Mhz(clk50),.locked(clockLocked));
reg clk25_int;
always @(posedge clk50) begin
	clk25_int <= ~clk25_int;
end
wire clk25;
BUFG bufg_inst(clk25, clk25_int);
wire [9:0] xpos;
wire [9:0] ypos;
video_timer video_timer_inst(clk25,reset, hsync, vsync, xpos, ypos);
game game_inst(clk25, reset, xpos, ypos, rota, rotb, red, green, blue);
endmodule
```
`flow/run.sh`:
```
#!/bin/bash
# OpenROAD 26Q1-2900-gdf79404cd8, Yosys 0.63+post, stock flow scripts
make -C /OpenROAD-flow-scripts/flow DESIGN_CONFIG=/design/flow/config.mk WORK_HOME=/design/flow/orfs finish
```
==> qor.log <==
[layout] post-route cell area 5080 sq um
[layout] Layout area overhead 22.2%
[grt] Most Crowded Layer GR met2
[place] routability congestion estimate 0.875
[drt] Vias per Instance 5.53
[timing] Final Skew 12.7 ps
[clocking] clock sink count 40
[grt] pin count of the biggest net entering global routing 41
[critical_path] length in cells of the worst reg-to-reg path 15
[floorplan] y dimension of the die 104 um
[floorplan] Core Footprint 9910 sq um
[place] Area after DPL 4750 sq um
[yosys] Seq cells post-synth 40
[yosys] cell types occupying the most area after synthesis sky130_fd_sc_hd__ha_1, sky130_fd_sc_hd__dfrtp_1, sky130_fd_sc_hd__dfstp_2
[drt] via total after detailed routing 3,704
[grt] total global-route track usage 0.207
[floorplan] total die size 10,800 sq um
[critical_path] largest fanout of any net on the critical path 4
[yosys] average instance area after synthesis 8.72 sq um
[drt] drt pass-1 iters 4
[clocking] maximum count of clock buffers along a single path 2
[critical_path] kind of end point of the critical path output pin
[timing] final critical-path required period 4600 ps
[layout] share of final-layout standard cells stronger than drive strength 1 0.179
[yosys] instance tally after logic synthesis 477
[min_path] Worst Min Path Start quadBr[0]
[grt] met3 layer usage reported by global route 0.0300
[yosys] FFs w/ async S/R, synth 1.00
[critical_path] worst endpoint data arrival time 3660 ps
[timing] final-report hold violation count 0
[clocking] clk ins delay skew pair 310 ps
[yosys] number of flops mapped to enable cells by yosys 0
[yosys] yosys synthesis chip area 4160 sq um
[grt] global-route wire length before repair 17.8 mm
[floorplan] number of standard-cell rows in the floorplan 36
[critical_path] number of gates on the worst path with buffers counted 9
[drt] ANT cells 0
[outcome] run status completed
[drt] DRC violation count after routing 0
[yosys] dominant cell by count in the synthesized netlist sky130_fd_sc_hd__ha_1
[yosys] Syn. warnings 1
[clocking] clock edge transition at the registers on the reported setup and hold paths 90 ps
[power] Final Power 1.35 mW
[clocking] number of levels the H-tree was split into 2
[critical_path] CP top delay family AND-OR/OR-AND gates
[clocking] Clock Root Buffer sky130_fd_sc_hd__clkbuf_8
[timing] Hold WS 357 ps
[critical_path] critical path start-end classification in2out
[floorplan] width of the die 104 um
[yosys] count of distinct cell types in the synthesized netlist 64
[place] final HPWL from detailed placement 8.23 mm
[timing] setup repair after global routing missed its margin yes
[critical_path] worst setup slack for register-to-register paths 1250 ps
[drt] average wire per standard cell 16.0 um
[critical_path] type of element launching the critical path input pin
[timing] Rel. slew slack 0.564
[flow_run] warning total across the stage logs 35
[critical_path] CP cell instances clkdlybuf4s50_1, ha_1, a211oi_2, o21bai_1, a2111o_1, a2111oi_4, o32ai_4, o21ai_0, clkdlybuf4s50_1
[flow_run] maximum capacitance violations 0
[min_path] Hold Path Class reg2reg
[grt] antenna violations before repair 0
[drt] starting DRC count in detailed routing 147
[power] PD cells 265 nW/um^2
[yosys] Dominant cell area share 0.214
[timing] highest clock rate 0.217 GHz
[layout] fill cell total of the finished layout 929
[clocking] hold bufs inserted after CTS 0
[grt] final global-route overflow total 0
[critical_path] Critical R2R Launch ballY[2]
[drt] number of nets still failing antenna checks after routing 0
[critical_path] Crit. Startpoint xpos[2]
[layout] core occupancy in the finished layout 0.513
[drt] Post-Route WL 10.7 mm
[yosys] top cell type by total area after synthesis sky130_fd_sc_hd__ha_1
[timing] post-route fraction of the period consumed by the critical path 0.979
[grt] met1 GRT Util 0.315
[power] worst vdd ir 0.154 mV
[floorplan] core utilization at floorplan 0.420
[yosys] commonest register cell after synthesis sky130_fd_sc_hd__dfrtp_1
[timing] Setup Viol. Count Final 0
[min_path] hold path depth 0
[yosys] cells in synth_stat.txt 477
[critical_path] Bufs and invs on worst path 2
[timing] final slew viol count 0
[grt] via count of the first global-routing pass 3,574
[floorplan] I/O pin count 36
[yosys] Post-synth seq share 0.245
[critical_path] data required time at the worst endpoint 3760 ps
[yosys] Syn Std Cell Area 4160 sq um
[power] Lkg Pwr 2.25 nW
[clocking] clock tree from TritonCTS done
[grt] global routing met2 resource utilization 0.329
[critical_path] cell repeated most along the worst path sky130_fd_sc_hd__clkdlybuf4s50_1
[yosys] leading cell types by count after synthesis sky130_fd_sc_hd__ha_1, sky130_fd_sc_hd__nor2_1, sky130_fd_sc_hd__nand2_1, sky130_fd_sc_hd__o21ai_0, sky130_fd_sc_hd__xnor2_1
[critical_path] maximum cell stage delay along the critical path 510 ps
[clocking] number of buffers added by the clock tree synthesis step 5
[timing] worst-margin pin slew 652 ps
[critical_path] library cell contributing the largest single delay on the critical path sky130_fd_sc_hd__clkdlybuf4s50_1
[place] number of port buffers 29
==> report_power, final <==
group / internal (mW) / switching [mW] / leakage, nW
clock network: 0.160 / 0.142 / 0.0548
logic: 0.285 / 0.307 / 1.75
registers: 0.397 / 0.0575 / 0.442
==> sequential cells by signal (all words and copies together), names as in the netlist <==
signal and count:
bounceX 1, ballX 9, ballY 8, quadAr 3, quadBr 3, paddlePosition 7
ballXdir 1, bounceY 1, ballYdir 1, missTimer 6
==> placed cells by master (no fill, tap or decap), drive strengths merged, types with 6 or more instances in the layout <==
| cell type | netlist | final |
|---|---|---|
| conb | 1 | 6 |
| dfstp | 16 | 16 |
| nor3 | 18 | 18 |
| buf | 11 | 35 |
| inv | 28 | 29 |
| nand2 | 31 | 31 |
| o22ai | 6 | 6 |
| or3 | 10 | 10 |
| o21ai | 32 | 32 |
| xnor2 | 29 | 29 |
| nor2 | 36 | 36 |
| nand4 | 6 | 6 |
| xor2 | 16 | 16 |
| dfrtp | 24 | 24 |
| ha | 71 | 71 |
| o31ai | 6 | 6 |
| nand3 | 22 | 22 |
| clkdlybuf4s50 | 0 | 27 |
| a21oi | 21 | 21 |
| nor4 | 8 | 8 |
==> layout make-up <==
type                            instances  area, sq um  area share
Multi-Input combinational cell        397         3120       0.613
Clock inverter                          3         46.3     0.00911
Clock buffer                            5         68.8      0.0135
Tap cell                              133          166      0.0327
Inverter                               28          105      0.0207
Timing Repair Buffer                   64          558       0.110
Sequential cell                        40         1020       0.201
==> cell families after synthesis <==
family | after synthesis | share of synthesized area
multiplexers | 2 | 0.00481
AND-OR/OR-AND | 115 | 0.188
other | 1 | 0.000901
XOR/XNOR | 45 | 0.0947
flip-flops | 40 | 0.245
AND/OR/NAND/NOR | 156 | 0.194
adder cells (fa/ha/maj) | 73 | 0.223
buffers and inverters | 45 | 0.0484
==> worst paths after layout <==
path,to
min in group asynchronous,quadBr[0]
hold reg to reg,quadBr[1]
setup reg to reg,missTimer[3]
setup / recovery,red[3]
max in group asynchronous,ballX[2]
hold / removal,quadBr[1]
==> worst register-to-register path, cell delays in order (launching register included) <==
cell and delay, ps:
sky130_fd_sc_hd__dfstp_2 560, sky130_fd_sc_hd__inv_2 50, sky130_fd_sc_hd__ha_4 170, sky130_fd_sc_hd__nor3_4 190
sky130_fd_sc_hd__nand3_1 110, sky130_fd_sc_hd__xnor2_1 150, sky130_fd_sc_hd__ha_1 330, sky130_fd_sc_hd__nand4_1 150
sky130_fd_sc_hd__buf_4 140, sky130_fd_sc_hd__nor3_2 40, sky130_fd_sc_hd__a2111oi_4 290, sky130_fd_sc_hd__o22ai_2 140
sky130_fd_sc_hd__buf_4 150, sky130_fd_sc_hd__nor4_1 430, sky130_fd_sc_hd__nor2_1 210, sky130_fd_sc_hd__o31ai_1 270
==> per-stage QoR <==
step | TNS, ps | worst slack (ps) | cells
2_1_floorplan | 0 | 772 | 482
5_1_grt | -82.7 | -31.5 | 670
6_report | 0 | 97.9 | 670
3_5_place_dp | 0 | 16.4 | 655
3_3_place_gp | -3.05 | -3.05 | 655
4_1_cts | 0 | 10.8 | 664
==> metal layers <==
| layer | wire [um] | vias up |
|---|---|---|
| li1 | - | 1862 |
| met1 | 5230 | 1765 |
| met2 | 4990 | 71 |
| met3 | 455 | 6 |
| met4 | 68 | 0 |
| met5 | 0 | - |
==> repair_timing <==
item,CTS,global route
buffers inserted,1,6
pin swaps,4,17
resized,6,27
endpoints found under the setup margin,5,6
No activity file was given, so power comes from the tool's default toggle rates.
